==> design/flow/config.mk <==
export PLATFORM = sky130hd
export DESIGN_NAME = led_flow
export DESIGN_NICKNAME = led_flow
export VERILOG_FILES = /design/flow/design.v
export SDC_FILE = /design/flow/constraint.sdc
export NUM_CORES = 4
export LEC_CHECK = 1
export CORE_AREA = 10 10 112 112
export DIE_AREA = 0 0 122 122
==> design/flow/run.sh <==
#!/bin/bash
# OpenROAD 26Q1-2900-gdf79404cd8, Yosys 0.63+post, stock flow scripts
make -C /OpenROAD-flow-scripts/flow DESIGN_CONFIG=/design/flow/config.mk WORK_HOME=/design/flow/orfs finish
==> design/flow/constraint.sdc <==
current_design led_flow

set clk_period 3.8
set clk_io_pct 0.2

create_clock -name clk0 -period $clk_period [get_ports {clk}]

set non_clock_inputs [all_inputs -no_clocks]
set_input_delay [expr $clk_period * $clk_io_pct] -clock clk0 $non_clock_inputs
set_output_delay [expr $clk_period * $clk_io_pct] -clock clk0 [all_outputs]
==> design/flow/design.v <==
module led_flow(
    input clk,
    input rstn,
    output [9:0]led_o
);
parameter freq = 25000000;
reg [9:0]led;
assign led_o=led;
reg [31:0]counter;
wire sck;
assign sck=(counter == 0);
always@(posedge sck or negedge rstn) begin
    if(!rstn) begin
        led<=10'b0000000000;
	 end
	 else begin
        if (led == 0) led<=10'h01;
        else led<=(led<<1);
    end
end
always@(posedge clk or negedge rstn) begin
    if(!rstn) begin
        counter<=32'b0;
	 end
	 else begin
        if(counter == freq) counter<=32'b0;
        else counter<=counter+1;
	 end
end
endmodule
==> impl_metrics.csv <==
group,metric,value,unit
placed_design,post-dp-hpwl,2680,um
clocking,clkLatencyLatePin,280,ps
final_layout,num-fill-cells,1053,
flow_run,warnings,26,
synthesis,syn_avg_cell_area,10.2,sq um
final_layout,finish.instance_area,2290,sq um
synthesis,most_common_cell,"dfrtp_1",
worst_setup_path,crit-reg2reg-launch,"counter[11]",
route,vias,1405,
pwr,p_leak,0.946,nW
synthesis,ys_seq_share,0.532,
clocking,cts.clk_slew.worst_paths,70,ps
final_layout,areaGrowthSynthToFinish,15.8,%
placed_design,dpl_cell_area,2190,sq um
floorplanning,fp-row-count,37,
route,dr.pass1.iters,4,
route,antennaDiodeCount,0,
synthesis,syn_area,1980,sq um
synthesis,ys_cells,194,
worst_setup_path,end_kind,"flop",
pwr,peakVddDrop,0.139,mV
sta,worst_pin_slew,803,ps
floorplanning,ioPinCount,12,
sta,hold_slack,497,ps
sta,rsz0062_at_grt,"no",
status,status,"complete, no violations",
clocking,clockRootBuffer,"clkbuf_8",
sta,layout_min_cycle_time,2090,ps
clocking,cts_resized,0,
placed_design,pre_cts_slack,1670,ps
sta,unclocked_regs,10,
sta,setup_tns,0,ps
synthesis,synth_cell_type_count,28,
worst_setup_path,r2r_slack,1710,ps
floorplanning,core,10200,sq um
pwr,p_per_area,270,nW/um^2
sta,fin_ws,1710,ps
floorplanning,fp_util,0.193,
final_layout,post-route-util,0.224,
worst_setup_path,crit_arrival,2220,ps
synthesis,top_area_frac,0.405,
sta,untimed_endpoints,20,
flow_run,cap_violations,0,
synthesis,async_flop_share,1.00,
placed_design,numPortBuffers,11,
sta,clock.fmax,479,MHz
sta,skew,5.87,ps
route,routed_wirelength,3700,um
global_routing,antenna_found_initial,0,
min_path,holdPathEnd,"counter[31]",
sta,slew_headroom,0.460,
worst_setup_path,r2r_cells,4,
global_routing,grt_pass1_wl,6510,um
route,via_per_inst,4.21,
clocking,cts_tree,"built",
min_path,hold_start,"counter[31]",
floorplanning,chipArea,14900,sq um
worst_setup_path,r2r-end,"counter[12]",
synthesis,yosys_most_used_dff,"dfrtp_1",
synthesis,area_leaders,"dfrtp_1 41%, dfrtn_1 13%, xnor2_1 8.0%, nand3_1 4.1%, nand4_1 3.5%",
worst_setup_path,critPathLaunchType,"flop",
sta,period_used_share,0.549,
clocking,hold_buffers,0,
synthesis,common_cells,"32 x dfrtp_1, 18 x xnor2_1, 16 x nand3_1, 13 x clkbuf_1",
clocking,cts_made_buffers,5,
final_layout,mi_logic_area,835,sq um
clocking,clk_path_buf_depth,2,
worst_setup_path,crit_type,"reg -> reg",
pwr,power,0.617,mW
worst_setup_path,cp.required,3930,ps
synthesis,synth_flops,42,
final_layout,layout-drive-gt1-share,0.0758,
route,ant_nets,0,
final_layout,final_cells,334,
synthesis,yosysWarningCount,1,
global_routing,grt-ovfl-total,0,
sta,hold_viol,0,
synthesis,enable_flop_cells,0,
synthesis,ys_area,1980,sq um
synthesis,syn_inst,194,
worst_setup_path,path_max_fanout,15,
global_routing,first_global_vias,1345,
clocking,post_cts_buffers,0,
global_routing,globalRouteTotalUtil,0.0515,
floorplanning,chipWidth,122,um
global_routing,grt_max_degree,43,
clocking,htree_levels,2,
route,wl_per_cell,11.1,um
floorplanning,die-height,122,um
placed_design,globalplace.congestion,0.803,
synthesis,top_area_cell,"dfrtp_1",
min_path,hold_class,"reg -> reg",
route,drc,0,
placed_design,post-place-cells,326,
sta,finalSetupViolations,0,
min_path,hold_depth,1,
sta,finalMaxSlewViolations,0,
route,drtIter0Drc,63,
final_layout,seq_area,1050,sq um
## state kept, by name (all words and copies together), names as in the netlist
signal / count
counter: 32
led: 10
## metal layers
layer	GRT usage	part of all wire	vias to the layer above
met5	0	0	-
met4	0.00894	0.011	0
met3	0.00845	0.041	2
met2	0.0774	0.44	23
met1	0.0777	0.51	680
li1	-	-	700
## cell usage in the layout, fill, tap and decap left out, drive strengths merged, types with 4 or more instances in the layout
cell type / synthesis / layout
a21oi: 6 / 6
and3: 6 / 6
clkbuf: 14 / 6
clkdlybuf4s50: 0 / 10
dfrtn: 10 / 10
dfrtp: 32 / 32
inv: 7 / 7
nand2: 10 / 10
nand3: 16 / 16
nand4: 13 / 13
nor2: 11 / 11
nor3: 10 / 10
nor4: 12 / 12
or4: 4 / 4
xnor2: 18 / 18
xor2: 6 / 6
## logic make-up after synthesis
| kind of cell | synth area share |
|---|---|
| adder cells (fa/ha/maj) | 0.0127 |
| flip-flops | 0.532 |
| buffers and inverters | 0.0456 |
| AND/OR/NAND/NOR | 0.268 |
| XOR/XNOR | 0.106 |
| AND-OR/OR-AND | 0.0355 |
## power breakdown
part	internal (mW)	leakage [nW]	switching, mW	total (mW)
clock	0.144	0.0510	0.122	0.267
combinational	0.00104	0.322	0.00817	0.00921
sequential	0.341	0.573	0	0.341
total	0.486	0.946	0.131	0.617
## critical path, cell delays in order (launching register included)
cell	delay, ps
dfrtp_1	440
nand4_2	200
or4_1	550
nor4_4	630
nor2_1	110
## cell type report
class | count | area share
Clock inverter | 2 | 0.00438
Sequential cell | 42 | 0.460
Timing Repair Buffer | 12 | 0.0492
Clock buffer | 6 | 0.0361
Tap cell | 136 | 0.0744
Multi-Input combinational cell | 129 | 0.365
Inverter | 7 | 0.0115
## how the worst max path moves through the flow
stage,start,end
CTS,counter[11],counter[12]
global route,counter[11],counter[12]
finish,counter[11],counter[12]
No activity file was given, so power comes from the tool's default toggle rates.
