==> design.v <==
`timescale 1ns/1ps
module adder4(
    input [3:0] A,
    input [3:0] B,
    input Ci,
    output [3:0] S,
    output Co,
    output Go,
    output Po
);
wire [3:0] G;
wire [3:0] P;
assign P=A^B;
assign G=A&B;
wire [4:0] C;
assign C[0]=Ci;
assign Co=C[4];
assign S=P^C[3:0];
wire P0C0;
wire P1P0C0;
wire P2P1P0C0;
wire P3P2P1P0C0;
wire P1G0;
wire P2P1G0;
wire P3P2P1G0;
wire P2G1;
wire P3P2G1;
wire P3G2;
assign P0C0=P[0]&C[0];
assign P1P0C0=P[1]&P0C0;
assign P2P1P0C0=P[2]&P1P0C0;
assign P3P2P1P0C0=P[3]&P2P1P0C0;
assign P1G0=P[1]&G[0];
assign P2P1G0=P[2]&P1G0;
assign P3P2P1G0=P[3]&P2P1G0;
assign P2G1=P[2]&G[1];
assign P3P2G1=P[3]&P2G1;
assign P3G2=P[3]&G[2];
assign C[1]=G[0] | P0C0;
assign C[2]=G[1] | P1G0 | P1P0C0;
assign C[3]=G[2] | P2G1 | P2P1G0 | P2P1P0C0;
assign C[4]=G[3] | P3G2 | P3P2G1 | P3P2P1G0 | P3P2P1P0C0;
endmodule
module adder16(
    input [15:0] A,
    input [15:0] B,
    input Ci,
    output [15:0] S,
    output Co,
    output Go,
    output Po
);
wire G3_0;
wire G7_4;
wire G11_8;
wire G15_12;
wire P3_0;
wire P7_4;
wire P11_8;
wire P15_12;
adder4 adder4_0(.A(A[3:0]),.B(B[3:0]),.Ci(Ci),.S(S[3:0]),.Co(),.Go(G3_0),.Po(P3_0));
adder4 adder4_1(.A(A[7:4]),.B(B[7:4]),.Ci(C4),.S(S[7:4]),.Co(),.Go(G7_4),.Po(P7_4));
adder4 adder4_2(.A(A[11:8]),.B(B[11:8]),.Ci(C8),.S(S[11:8]),.Co(),.Go(G11_8),.Po(P11_8));
adder4 adder4_3(.A(A[15:12]),.B(B[15:12]),.Ci(C12),.S(S[15:12]),.Co(),.Go(G15_12),.Po(P15_12));
assign Go=G15_12 | (P15_12&G11_8) | (P15_12&P11_8&G7_4) | (P15_12&P11_8&P7_4&G3_0);
assign Po=P15_12&P11_8&P7_4&P3_0;
assign Co=Go | (Po&Ci);
endmodule
==> run.sh <==
#!/bin/bash
# OpenROAD 26Q1-2900-gdf79404cd8, Yosys 0.63+post, stock flow scripts
make -C /OpenROAD-flow-scripts/flow DESIGN_CONFIG=/design/flow/config.mk WORK_HOME=/design/flow/orfs finish
==> config.mk <==
export PLATFORM = sky130hd
export DESIGN_NAME = adder16
export DESIGN_NICKNAME = adder16
export VERILOG_FILES = /design/flow/design.v
export SDC_FILE = /design/flow/constraint.sdc
export NUM_CORES = 4
export LEC_CHECK = 1
export CORE_AREA = 10 10 70 70
export DIE_AREA = 0 0 80 80
==> constraint.sdc <==
current_design adder16

set clk_period 3.2
set clk_io_pct 0.2

create_clock -name clk0 -period $clk_period

set non_clock_inputs [all_inputs -no_clocks]
set_input_delay [expr $clk_period * $clk_io_pct] -clock clk0 $non_clock_inputs
set_output_delay [expr $clk_period * $clk_io_pct] -clock clk0 [all_outputs]
==> run notes <==
run results: flip-flop and latch area 0 um^2, via/cell ratio between 3 and 4, first-pass GRT wire length 2530 um, Chip Area around 6400 um^2, # hold bufs at CTS 0, post-route cell area approximately 1000 um^2, initial drt markers 7, synth warn 14, critical path, cell by cell clkdlybuf4s50_1 > ha_1 > ha_1 > o21a_1 > nor2_2 > xnor2_1 > clkdlybuf4s50_1, Hold Path Class in -> out, Final min period just over 3 ns, Area Overhead vs Synth 102%, IO buf count about 46, placement-stage cell area around 990 um^2, arrival time at the worst endpoint between 2 and 2.5 ns, share of cells above drive strength 1 under 10%, Flops 0, cells in synth_stat.txt ~50, final setup fails 0, status finished clean, diodes inserted 0, vias in the first global route about 550, Pre-antenna DRT Iters 2, CP Launch Type input pin, final hold violations 0, DRT antenna net count 0, post-route insts no fill around 140, Die Width around 80 um, Peak Freq between 300 and 400 MHz, Seq/Total Area, Yosys 0%, Mapped Avg Cell Area 9.72 um^2, Cell area leaders ha_1, fa_1, xor2_1, xnor2_1, buf_4, max-slew violation count 0, TNS Setup 0 ns, yosys stat area between 400 and 500 um^2, GR Util All Layers 4.63%, RSZ-0062 raised after global routing yes, mapped cell area between 400 and 500 um^2, most common library cells after synthesis ha_1, xor2_1, buf_4, xnor2_1, PwrDens ~160 nW/um^2, Post-Syn Instances 51, Vias 487, Initial Util ~15%, Tool Warnings 37, HPWL after DPL about 1500 um, Routed WL between 1500 and 2000 um, CP max FO 2, Synth top cell by count ha_1, largest net degree at the start of global routing 4, Synth cell types 12, DIE HEIGHT ~80 um, DP Cell Count approximately 140, Crit path required time about 2.6 ns, CTS-repair resized insts 0, # clk buffers 0, post-DR wirelength/cell roughly 11 um, post-route clock period utilization a little over nine tenths, Largest stage delay, worst path around 0.51 ns, drt drc 0, crit path max-delay cell type clkdlybuf4s50_1, num rows 21, Synth area leader ha_1, Placer Congestion approximately 0.76, total congestion overflow 0, hold_ws about 2.0 ns, core area roughly 3400 um^2, io pins 52, Leak ~0.47 nW, crit path kind in -> out, initial antenna violation count 0, element type at the critical path end primary output, Post-CTS Setup Bufs 0, Area leader share 32.8%, max cap viols 0, overall power around 0.16 mW, Max VDD drop 0.0521 mV
-- routing by layer --
layer	up-vias	part of all wire, %	track usage [%]
met2	23	53	8.51
met1	216	33	5.04
li1	248	-	-
met4	0	0	0
met5	-	0	0
met3	0	13	2.05
-- cell type report --
cell class         instances  area [um^2]
repair buffers            46          475
well taps                 46         57.6
fillers                  367         2410
multi-input cells         50          469
-- logic make-up (layout without fill, tap and decap cells) --
logic type / Yosys count / in the layout / share of synthesized area [%]
compound gates: 6 / 6 / 8.59
xor+xnor: 13 / 13 / 23.0
fa+ha+maj: 17 / 17 / 49.0
buf+inv: 6 / 46 / 9.09
other cells: 1 / 6 / 0.757
simple gates: 8 / 8 / 9.59
-- where the power goes --
group | total [mW] | switching (mW) | leakage (nW) | internal [mW]
registers | 0 | 0 | 0 | 0
logic | 0.157 | 0.0438 | 0.465 | 0.113
clock network | 0 | 0 | 0 | 0
-- through the flow --
| stage | util (%) | setup WS [ns] |
|---|---|---|
| after floorplan | - | 1.11 |
| after global placement | 28.9 | 0.0598 |
| after detailed placement | 28.9 | 0.0534 |
| after CTS | 28.9 | 0.0507 |
| after global routing | 29.3 | -0.0234 |
| final | 29.3 | 0.0877 |
-- worst paths after layout --
check             startpoint  depth (start not counted)  endpoint  slack [ns]
setup / recovery        B[9]                          7     S[11]        0.09
hold / removal          A[0]                          6      S[2]        1.97
-- layout by cell type, fill, tap and decap left out --
cell,n
a21oi_1,1
and2_1,3
clkdlybuf4s50_1,40
conb_1,6
dlymetal6s2s_1,6
fa_1,4
ha_1,13
nand2_1,1
nor2_2,4
o211ai_1,1
o21a_1,4
xnor2_1,6
xor2_1,7
-- worst max-delay path, delay by kind of cell --
family | cells | cell delay, ns
and+or+nand+nor | 1 | 0.09
AOI/OAI and AO/OA | 1 | 0.19
adders and majority gates | 2 | 0.43
buffers and inverters | 2 | 1.01
xor gates and xnor gates | 1 | 0.11
Power figures rest on the tool's default switching activity, not on a simulated workload.
